## run.sh

```bash
#!/bin/bash
# OpenROAD 26Q1-2900-gdf79404cd8, Yosys 0.63+post, stock flow scripts
make -C /OpenROAD-flow-scripts/flow DESIGN_CONFIG=/design/flow/config.mk WORK_HOME=/design/flow/orfs finish
```

## config.mk

```make
export PLATFORM = sky130hd
export DESIGN_NAME = DECOD
export DESIGN_NICKNAME = DECOD
export VERILOG_FILES = /design/flow/design.v
export SDC_FILE = /design/flow/constraint.sdc
export NUM_CORES = 4
export LEC_CHECK = 1
export CORE_UTILIZATION = 50
```

## constraint.sdc

```tcl
current_design DECOD

set clk_period 16.0
set clk_io_pct 0.2

create_clock -name clk0 -period $clk_period

set non_clock_inputs [all_inputs -no_clocks]
set_input_delay [expr $clk_period * $clk_io_pct] -clock clk0 $non_clock_inputs
set_output_delay [expr $clk_period * $clk_io_pct] -clock clk0 [all_outputs]
```

## design.v

```verilog
module DECOD(SEG,MINU,H,d0,d1,d2,d3,d4,d5,d6,d7);
    input [12:0] SEG;
    input [6:0] MINU;
    input [5:0] H;
    reg [12:0] seg;
    reg [6:0] minu;
    reg [5:0] h;
    output reg [6:0] d0,d1,d2,d3,d4,d5,d6,d7;  
    initial begin
        seg = SEG;
        minu = MINU;
        h = H;
    end
    always@(*) begin
        case(seg%10)
            0: d0 <= 7'b0000001;
            1: d0 <= 7'b1001111;
            2: d0 <= 7'b0010010;
            3: d0 <= 7'b0000110;
            4: d0 <= 7'b1001100;
            5: d0 <= 7'b0100100;
            6: d0 <= 7'b0100000;
            7: d0 <= 7'b0001111;
            8: d0 <= 7'b0000000;
            9: d0 <= 7'b0000100;
        endcase
        case((seg/10)%10)
            0: d1 <= 7'b0000001;
            1: d1 <= 7'b1001111;
            2: d1 <= 7'b0010010;
            3: d1 <= 7'b0000110;
            4: d1 <= 7'b1001100;
            5: d1 <= 7'b0100100;
            6: d1 <= 7'b0100000;
            7: d1 <= 7'b0001111;
            8: d1 <= 7'b0000000;
            9: d1 <= 7'b0000100;
        endcase
        case((seg/100)%10)
            0: d2 <= 7'b0000001;
            1: d2 <= 7'b1001111;
            2: d2 <= 7'b0010010;
            3: d2 <= 7'b0000110;
            4: d2 <= 7'b1001100;
            5: d2 <= 7'b0100100;
            6: d2 <= 7'b0100000;
            7: d2 <= 7'b0001111;
            8: d2 <= 7'b0000000;
            9: d2 <= 7'b0000100;
        endcase
        case((seg/1000)%10)
            0: d3 <= 7'b0000001;
            1: d3 <= 7'b1001111;
            2: d3 <= 7'b0010010;
            3: d3 <= 7'b0000110;
            4: d3 <= 7'b1001100;
            5: d3 <= 7'b0100100;
            6: d3 <= 7'b0100000;
            7: d3 <= 7'b0001111;
            8: d3 <= 7'b0000000;
            9: d3 <= 7'b0000100;
        endcase
        case(minu%10)
            0: d4 <= 7'b0000001;
            1: d4 <= 7'b1001111;
            2: d4 <= 7'b0010010;
            3: d4 <= 7'b0000110;
            4: d4 <= 7'b1001100;
            5: d4 <= 7'b0100100;
            6: d4 <= 7'b0100000;
            7: d4 <= 7'b0001111;
            8: d4 <= 7'b0000000;
            9: d4 <= 7'b0000100;
        endcase
        case((minu/10)%10)
            0: d5 <= 7'b0000001;
            1: d5 <= 7'b1001111;
            2: d5 <= 7'b0010010;
            3: d5 <= 7'b0000110;
            4: d5 <= 7'b1001100;
            5: d5 <= 7'b0100100;
            6: d5 <= 7'b0100000;
        endcase
        case((h)%10)
            0: d6 <= 7'b0000001;
            1: d6 <= 7'b1001111;
            2: d6 <= 7'b0010010;
            3: d6 <= 7'b0000110;
            4: d6 <= 7'b1001100;
            5: d6 <= 7'b0100100;
            6: d6 <= 7'b0100000;
            7: d6 <= 7'b0001111;
            8: d6 <= 7'b0000000;
            9: d6 <= 7'b0000100;
        endcase
        case((h/10)%10)
            0: d7 <= 7'b0000001;
            1: d7 <= 7'b1001111;
            2: d7 <= 7'b0010010;
        endcase
    end
endmodule
```

==> flow_summary.yaml <==
# synthesis and place-and-route metrics
yosys:
  synth_cells: 1459
  synth-seq-cells: 52
  synth.distinct_cells: 112
  yosys_cells: 1459
  synthFlopType: "dlxtn_1"
  syn-cell-area_um2: 9326
  synth-edff-count: 0
  avgSynthCellArea_um2: 6.392
  async_flop_share_pct: 0
  yosysWarnings: 1
  ys_area_um2: 9326
timing:
  untimed_endpoints: 107
  maxSlewViolCount: 0
  setup_viol: 0
  hold_viol_final: 0
  slew_headroom_pct: 21.07
  unclocked_regs: 52
  fmax_ghz: 0.06193
  tightest_slew_ns: 1.166
  rsz0062_at_grt: "no"
  setup_tns_ns: 0
floorplanning:
  std_cell_rows: 49
  die_w_um: 138.6
  fp_util_pct: 51.39
  fp.dieH_um: 138.6
  core_area_um2: 18150
  dieArea_um2: 19200
  io_pins: 82
route:
  drtIter0Drc: 730
  insertedDiodeCount: 0
  wl_per_cell_um: 14.55
  vias_per_cell: 6.126
  drtPass1Iterations: 28
  vias: 10396
  wl_um: 24690
  ant_nets: 0
  drc: 0
global_routing:
  grt_use_total_pct: 25.67
  grt_pass1_vias: 8970
  antenna_found_initial: 0
  grt-ovfl-total: 0
  grt_max_degree: 48
  grt_pass1_wl_um: 42470
job:
  warning_count: 45
  max_cap_viol_count: 0
final_layout:
  fin_area_um2: 10130
  drive_above_1_share_pct: 5.450
  nFillCells: 1848
  area_growth_syn_to_layout_pct: 8.573
clock_tree:
  holdBufCountCts: 0
  post_cts_resized: 0
  post_cts_buffers: 0
pwr:
  leakage_nw: 3.874
  powerDensity_nw_per_um2: 114.9
  irDropWorstVdd_uv: 178.5
place:
  gp_congestion: 0.9305
  io_buffer_count: 81
  placed_cell_area_um2: 10130
  place_hpwl_um: 18780
status:
  status: "completed"
-- cell usage after synthesis, types with 24 or more instances --
| library cell | number | area (um2) |
|---|---|---|
| inv_1 | 55 | 206.5 |
| nand2b_1 | 28 | 175.2 |
| dlxtn_1 | 52 | 780.8 |
| ha_1 | 30 | 375.4 |
| nand3_1 | 39 | 195.2 |
| o21ai_0 | 108 | 540.5 |
| nand2_1 | 158 | 593.1 |
| nor2_1 | 168 | 630.6 |
| nor3_1 | 47 | 235.2 |
| a21oi_1 | 108 | 540.5 |
| a31oi_1 | 29 | 181.4 |
| a211oi_1 | 24 | 180.2 |
| xnor2_1 | 69 | 604.3 |
| clkbuf_1 | 52 | 195.2 |
-- cell usage in the layout (no fill, tap or decap), types with 28 or more instances in the layout --
cell,instances
a21oi_1,108
dlxtn_1,52
nand2_1,158
clkdlybuf4s50_1,81
ha_1,30
nor3_1,47
a31oi_1,29
nor2_1,168
xnor2_1,69
o21ai_0,108
nand2b_1,28
nand3_1,39
inv_1,55
-- layout make-up --
cell class	instances	area [um2]	area share, %
inverter	63	236.5	2.335
sequential	52	780.7	7.710
timing repair buffer	93	900.9	8.897
multi-input combinational	1260	7921	78.23
tap	229	286.5	2.830
-- layer usage --
| metal | track usage (%) | wire length, um |
|---|---|---|
| met5 | 0 | 0 |
| met4 | 3.312 | 253 |
| met3 | 0.6685 | 966 |
| met2 | 39.83 | 10650 |
| met1 | 40.64 | 12810 |
-- state kept, by name, summed over array words and instances, names as in the netlist --
signal / cells
d0: 7
d1: 7
d2: 7
d3: 7
d4: 7
d6: 7
d5: 6
d7: 4
-- through the flow --
step / std cells / utilization, % / power, W
2_1_floorplan: 1459 / - / 0.0009381
5_1_grt: 1697 / 55.80 / 0.001300
4_1_cts: 1697 / 55.80 / 0.001156
6_report: 1697 / 55.80 / 0.001164
3_5_place_dp: 1697 / 55.80 / 0.001147
3_3_place_gp: 1697 / 55.80 / 0.001148
-- report_power, final --
| group | total, W | switching, W | internal (W) |
|---|---|---|---|
| logic | 0.00111 | 0.000667 | 0.000445 |
| registers | 0.0000514 | 0.00000407 | 0.0000474 |
| clock network | 0 | 0 | 0 |
| total | 0.00116 | 0.000671 | 0.000493 |
-- cells by family (layout without fill, tap and decap cells) --
kind of cell | Yosys count | count (layout) | share of synthesized area (%)
AND-OR/OR-AND | 494 | 494 | 36.30
AND/OR/NAND/NOR | 615 | 615 | 32.56
multiplexers | 23 | 23 | 2.697
buffers and inverters | 147 | 156 | 6.694
latches | 52 | 52 | 8.371
XOR/XNOR | 90 | 90 | 8.532
adder cells (fa/ha/maj) | 37 | 37 | 4.803
other | 1 | 1 | 0.04021
Power is estimated from default activity; no workload was simulated.
